**flow/config.mk**
```make
export PLATFORM = sky130hd
export DESIGN_NAME = priority_encoder16to4
export DESIGN_NICKNAME = priority_encoder16to4
export VERILOG_FILES = /design/flow/design.v
export SDC_FILE = /design/flow/constraint.sdc
export NUM_CORES = 4
export LEC_CHECK = 1
export CORE_AREA = 10 10 70 70
export DIE_AREA = 0 0 80 80
```
**flow/run.sh**
```bash
#!/bin/bash
# OpenROAD 26Q1-2900-gdf79404cd8, Yosys 0.63+post, stock flow scripts
make -C /OpenROAD-flow-scripts/flow DESIGN_CONFIG=/design/flow/config.mk WORK_HOME=/design/flow/orfs finish
```
**flow/constraint.sdc**
```tcl
current_design priority_encoder16to4

set clk_period 2.4
set clk_io_pct 0.2

create_clock -name clk0 -period $clk_period

set non_clock_inputs [all_inputs -no_clocks]
set_input_delay [expr $clk_period * $clk_io_pct] -clock clk0 $non_clock_inputs
set_output_delay [expr $clk_period * $clk_io_pct] -clock clk0 [all_outputs]
```
**flow/design.v**
```verilog
module priority_encoder16to4(input [15:0]a, output reg z, output reg [3:0]out);
    always@(*) begin
        if (a != 16'b0000000000000000) begin
            z = 1'b1;
            for (integer k = 0; k < 16; k++) begin
                if (a[k])
                    out = k;
            end
        end
        else
            z = 1'b0;
    end
endmodule
```
==> qor.yml <==
hold_path:
  holdPathStages: 5
  min_from: "a[5]"
  whs_endpoint: "z"
  min_path_type: "input port to output pin"
power_and_ir_drop:
  total_power_uw: 66.0
  p_per_area_nw_per_um2: 104
  worst_ir_drop_vdd_mv: 0.0398
  leakage_nw: 0.271
drt:
  vias_per_cell: 3.07
  detail-route-antenna-nets: 0
  wirelength_microns: 1090
  first_iter_violations: 21
  first_pass_iters: 4
  wl_per_cell_microns: 9.58
  drcViolationCount: 0
  diodes: 0
  num_vias: 350
sta:
  untimed_endpoints: 8
  unclocked_regs: 4
  slew_viol_final: 0
  fin_crit_sh: 0.895
  finalSetupTns_ns: 0
  fmax_ghz: 0.465
  finalCriticalPeriod_ns: 2.15
  setup_viol: 0
  setup_ws_ns: 0.252
  tightest_slew_ns: 0.254
  hold_ws_ns: 1.43
  rsz0062_at_grt: "no"
  slew_headroom: 0.830
  finalHoldViolCount: 0
finish:
  stdcell_count: 114
  fin_area_sq_um: 634
  largest_reg_flops: 4
  final_common_cell: "clkdlybuf4s50_1"
  area_growth_pct: 171
  drive_above_1_share: 0.265
  final_cell_mix: "clkdlybuf4s50_1, buf_4, nor2_1, dlymetal6s2s_1, dlxtn_1"
  final_util: 0.186
job:
  warnings: 33
  maxCapViolCount: 0
setup_path:
  cp-end-kind: "output pin"
  critPathRequiredTime_ns: 1.92
  cp_data_arrival_time_ns: 1.67
  start_kind: "input port"
  crit_type: "input port to output pin"
  crit_fanout: 2
floorplanning:
  io_pins: 21
  die_x_microns: 80
  core-area_sq_um: 3420
  die_h_microns: 80
  rows: 21
  fp_util: 0.0685
  die-area_sq_um: 6400
global_routing:
  grt-ovfl-total: 0
  grt_pass1_wl_microns: 1850
  track_usage: 0.0347
  grt_pass1_vias: 392
  grt_antenna_before_repair: 0
  grt_max_degree: 5
synthesis:
  synth_cell_type_count: 17
  yosysCellCount: 33
  ys.warnings.count: 1
  ys_area_sq_um: 234
  synthCells: 33
  syn_area_per_cell_sq_um: 7.09
  synth.cell_area_sq_um: 234
  ys_ff: 4
placement:
  dp_slack_ns: -0.222
  dp_cells: 112
  place_area_sq_um: 592
  dp_hpwl_microns: 946
  gp_congestion: 0.772
  port_buffers: 21
outcome:
  status: "complete, no violations"
clocking:
  hold_buffers: 0
[kinds of logic after synthesis]
logic type | after synthesis | share of synthesized area
and+or+nand+nor | 22 | 0.524
AOI/OAI and AO/OA | 6 | 0.203
latches | 4 | 0.257
buffers and inverters | 1 | 0.0160
[worst max-delay path, stage by stage]
cell and delay [ns]:
clkdlybuf4s50_1 0.43, nor4_2 0.26, nand3_1 0.13, or2_1 0.23, dlymetal6s2s_1 0.13
[report_power, final]
group          leakage, nW  total [mW]  switching (mW)  internal (mW)
clock                    0           0               0              0
combinational        0.238      0.0653          0.0231         0.0422
sequential          0.0336    0.000689    0.0000000124       0.000689
[what timing repair did]
item | 4_1_cts | 5_1_grt
pin swaps | 4 | 3
cloned | 0 | 0
gates resized | 3 | 6
buffers inserted | 2 | 0
endpoints found under the setup margin | 1 | 1
[cell type report]
| cell class | count | area (sq um) |
|---|---|---|
| Inverter | 1 | 3.75 |
| Timing Repair Buffer | 35 | 323 |
| Sequential cell | 4 | 60.1 |
| Multi-Input combinational cell | 28 | 190 |
| Tap cell | 46 | 57.6 |
| Fill cell | 386 | 2780 |
[per-layer routing]
metal  track usage  routed length [microns]
met1        0.0452                      506
met2        0.0554                      437
met3        0.0148                      148
met4             0                        0
met5             0                        0
[cells in the mapped netlist]
cell type / number / area share
a31oi_1: 1 / 0.027
nor2_1: 10 / 0.16
inv_1: 1 / 0.016
nor4_1: 1 / 0.027
dlxtn_1: 4 / 0.26
nor3_1: 1 / 0.021
a221o_1: 1 / 0.043
o31ai_1: 2 / 0.064
or4b_1: 1 / 0.043
a21o_1: 1 / 0.032
or3b_1: 1 / 0.037
or2_1: 1 / 0.027
nor4_2: 1 / 0.053
nand2b_1: 2 / 0.053
a311oi_1: 1 / 0.037
nand3_1: 3 / 0.064
and2b_2: 1 / 0.037
[how the worst max path moves through the flow]
stage / from / end / slack (ns) / cells after the start
final: a[6] / z / 0.25 / 5
after global routing: a[6] / z / 0.18 / 5
after CTS: a[7] / z / -0.13 / 5
Power figures rest on the tool's default switching activity, not on a simulated workload.
