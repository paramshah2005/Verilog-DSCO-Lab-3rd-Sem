<file path="design/flow/run.sh">
#!/bin/bash
# OpenROAD 26Q1-2900-gdf79404cd8, Yosys 0.63+post, stock flow scripts
make -C /OpenROAD-flow-scripts/flow DESIGN_CONFIG=/design/flow/config.mk WORK_HOME=/design/flow/orfs finish
</file>
<file path="design/flow/config.mk">
export PLATFORM = sky130hd
export DESIGN_NAME = decoder4to16
export DESIGN_NICKNAME = decoder4to16
export VERILOG_FILES = /design/flow/design.v
export SDC_FILE = /design/flow/constraint.sdc
export NUM_CORES = 4
export LEC_CHECK = 1
export CORE_AREA = 10 10 70 70
export DIE_AREA = 0 0 80 80
</file>
<file path="design/flow/constraint.sdc">
current_design decoder4to16

set clk_period 1.4
set clk_io_pct 0.2

create_clock -name clk0 -period $clk_period

set non_clock_inputs [all_inputs -no_clocks]
set_input_delay [expr $clk_period * $clk_io_pct] -clock clk0 $non_clock_inputs
set_output_delay [expr $clk_period * $clk_io_pct] -clock clk0 [all_outputs]
</file>
<file path="design/flow/design.v">
module decoder4to16(input [3:0]a, input enable, output [15:0]out);
    wire [3:0] en;        
    wire [3:0] y0, y1, y2, y3;
    decoder2to4 upper(a[3:2], enable, en);
    decoder2to4 d0 (a[1:0], ~en[0], y0);
    decoder2to4 d1 (a[1:0], ~en[1], y1);
    decoder2to4 d2 (a[1:0], ~en[2], y2);
    decoder2to4 d3 (a[1:0], ~en[3], y3);
    assign out = {y3, y2, y1, y0};
endmodule
module decoder2to4(input [1:0]a, input enable, output reg[3:0]out);
    always@(*) begin
        if (enable) begin
            case(a)
                2'b00: out = 4'b1110;
                2'b01: out = 4'b1101;
                2'b10: out = 4'b1011;
                2'b11: out = 4'b0111;
                default: out = 4'b1111;
            endcase
        end
        else begin
            out = 4'b1111;
        end
    end
endmodule
</file>
==> impl_metrics.tcl <==
# flow metrics
set metrics [dict create \
    die-area_um2 6400 \
    fp_util 0.03626 \
    gp_congestion 0.7393 \
    ys_area_um2 123.9 \
    slew_violations 0 \
    finalPower_mw 0.07257 \
    seq_area_um2 0 \
    antenna_found_initial 0 \
    grt_pass1_vias 261 \
    hold_viol 0 \
    crit_required_ns 1.12 \
    fillers 394 \
    post-route-min-period_ns 1.357 \
    wirelength_um 971 \
    portBuffers 21 \
    drtIter0Drc 2 \
    hold_path_class "in2out" \
    yosysWarnings 1 \
    avgSynthCellArea_um2 5.386 \
    start_kind "primary input" \
    critPathCaptureType "output port" \
    via_per_inst 2.850 \
    overflow 0 \
    syn2layout_area_growth_pct 285.9 \
    syn-instance-count 23 \
    seq_cell_count 0 \
    hold_ws_ns 0.8555 \
    cp_data_arrival_time_ns 1.08 \
    final.setup.worst_slack_ns 0.04293 \
    synth_area_um2 123.9 \
    die_height_um 80 \
    row_count 21 \
    clkbuf_count 0 \
    dp_hpwl_um 729.4 \
    drt_pass1_iterations 4 \
    grt_max_degree 8 \
    ir_drop_uv 20.62 \
    dpl.cell_count 90 \
    fin_crit_sh 0.9693 \
    setup_viol 0 \
    maxCapViolations 0 \
    grtUsageTotal 0.02447 \
    tightest_slew_ns 0.2196 \
    n_antenna_cell 0 \
    path_max_fanout 4 \
    grt_pass1_wl_um 1248 \
    fmax_mhz 736.9 \
    powerDensity_nw_per_um2 151.8 \
    wl_per_cell_um 9.710 \
    io_pins 21 \
    vias 285 \
    pre_cts_ws_ns -0.5325 \
    critPathKind "in2out" \
    fp.coreArea_um2 3416 \
    ys_cells 23 \
    p_leak_nw 0.1722 \
    warning_count 32 \
    ys_seq_share 0 \
    post-route-drc-count 0 \
    slew_headroom 0.8534 \
    die_w_um 80 \
    final_cells 100 \
    synth_cell_types 8 \
    ant_nets 0 \
    status "finished clean" \
    drive_gt1_frac 0.4259 \
]
-- path summary, 6_finish.rpt --
check	cells after the start	end	from	slack, ns
max	5	out[9]	a[2]	0.04
min	4	out[12]	a[1]	0.86
-- critical path: stages --
cell and delay (ns):
buf_4 0.13, and3b_2 0.29, buf_6 0.11, nand2_1 0.03
dlygate4sd2_1 0.23
-- power breakdown --
group	switching (mW)	internal (mW)
clock network	0	0
logic	0.0284	0.0442
registers	0	0
-- area by class of cell --
cell class	count	area, um^2	area share
multi-input combinational	23	145.1	0.3037
tap	46	57.56	0.1204
timing repair buffer	31	275.3	0.5759
-- kinds of logic (layout without fill, tap and decap cells) --
logic type / Yosys count / count (layout) / share of synthesized area
buffers and inverters: 0 / 31 / 0
AND/OR/NAND/NOR: 23 / 23 / 1.000
-- cell usage in the layout, fill, tap and decap left out --
cell / instances
nor3b_4: 1
and3b_2: 2
nor2_2: 1
dlymetal6s2s_1: 1
clkdlybuf4s15_1: 5
buf_6: 4
dlygate4sd2_1: 10
buf_4: 10
nand2_1: 12
nand3_1: 3
and2b_2: 1
nand3_2: 1
buf_2: 1
and2b_4: 1
and3_4: 1
-- synthesized netlist by cell type --
master | n | share of area
and2b_4 | 1 | 0.081
nand3_1 | 4 | 0.16
and3_1 | 1 | 0.051
and3b_1 | 2 | 0.14
and2b_2 | 1 | 0.071
nand2_1 | 12 | 0.36
nor2_1 | 1 | 0.030
nor3b_2 | 1 | 0.10
-- per-stage QoR --
stage,utilization,instance area (um^2),TNS [ns]
floorplan,-,123.9,0
global placement,0.1147,391.6,-7.696
detailed placement,0.1147,391.6,-7.916
CTS,0.1297,442.9,0
global route,0.1399,478.0,-0.001293
finish,0.1399,478.0,0
-- routing by layer --
metal,part of all wire,GRT usage,wire length [um],vias to the layer above
met5,0,0,0,-
met4,0,0,0,0
met1,0.37,0.02637,362,127
met3,0.22,0.01591,210,0
met2,0.41,0.04173,398,18
li1,-,-,-,140
-- repair_timing --
| action | in CTS | in global routing |
|---|---|---|
| endpoints found under the setup margin | 16 | 5 |
| gates resized | 47 | 9 |
| setup buffers | 8 | 2 |
| pin swaps | 9 | 1 |
| hold buffers | 0 | 0 |
Power is estimated from default activity; no workload was simulated.
